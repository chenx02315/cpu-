--- flow/run.sh ---
#!/bin/bash
# OpenROAD 26Q1-2900-gdf79404cd8, Yosys 0.63+post, stock flow scripts
make -C /OpenROAD-flow-scripts/flow DESIGN_CONFIG=/design/flow/config.mk WORK_HOME=/design/flow/orfs finish
--- flow/config.mk ---
export PLATFORM = sky130hd
export DESIGN_NAME = ex_mem_register
export DESIGN_NICKNAME = ex_mem_register
export VERILOG_FILES = /design/flow/design.v
export SDC_FILE = /design/flow/constraint.sdc
export NUM_CORES = 4
export LEC_CHECK = 1
export CORE_UTILIZATION = 30
--- flow/constraint.sdc ---
current_design ex_mem_register

set clk_period 8.8
set clk_io_pct 0.2

create_clock -name clk0 -period $clk_period [get_ports {clk}]

set non_clock_inputs [all_inputs -no_clocks]
set_input_delay [expr $clk_period * $clk_io_pct] -clock clk0 $non_clock_inputs
set_output_delay [expr $clk_period * $clk_io_pct] -clock clk0 [all_outputs]
--- flow/design.v ---
`timescale 1ns/1ps
`timescale 1ns/1ps
module ex_mem_register (
    input  wire        clk,
    input  wire        rst_n,
    input  wire        stall_i,
    input  wire        flush_i,
    input  wire [31:0] pc_ex_i,
    input  wire [31:0] pc_plus_4_ex_i,
    input  wire [31:0] ex_result_ex_i,
    input  wire        zero_flag_ex_i,
    input  wire [31:0] reg2_data_ex_i,
    input  wire [31:0] immediate_ex_i,
    input  wire [4:0]  rd_addr_ex_i,
    input  wire [2:0]  funct3_ex_i,
    input  wire [6:0]  opcode_ex_i,         
    input  wire        mem_read_ex_i,
    input  wire        mem_write_ex_i,
    input  wire        branch_ctrl_ex_i,
    input  wire        reg_write_ex_i,
    input  wire [1:0]  mem_to_reg_ex_i,
    output reg  [31:0] pc_ex_mem_o,
    output reg  [31:0] pc_plus_4_mem_o,
    output reg  [31:0] ex_result_mem_o,
    output reg         zero_flag_mem_o,
    output reg  [31:0] reg2_data_mem_o,
    output reg  [31:0] immediate_ex_mem_o,
    output reg  [4:0]  rd_addr_mem_o,
    output reg  [2:0]  funct3_mem_o,
    output reg  [6:0]  opcode_mem_o,        
    output reg         mem_read_mem_o,
    output reg         mem_write_mem_o,
    output reg         branch_ctrl_mem_o,
    output reg         reg_write_mem_o,
    output reg  [1:0]  mem_to_reg_mem_o
);
    always @(posedge clk) begin
        if (!rst_n) begin
            pc_ex_mem_o <= 32'h0;
            pc_plus_4_mem_o <= 32'h0;
            ex_result_mem_o <= 32'h0;
            zero_flag_mem_o <= 1'b0;
            reg2_data_mem_o <= 32'h0;
            immediate_ex_mem_o <= 32'h0;
            rd_addr_mem_o <= 5'h0;
            funct3_mem_o <= 3'h0;
            opcode_mem_o <= 7'h0;           
            mem_read_mem_o <= 1'b0;
            mem_write_mem_o <= 1'b0;
            branch_ctrl_mem_o <= 1'b0;
            reg_write_mem_o <= 1'b0;
            mem_to_reg_mem_o <= 2'h0;
        end else if (flush_i) begin
            pc_ex_mem_o <= 32'h0;
            pc_plus_4_mem_o <= 32'h0;
            ex_result_mem_o <= 32'h0;
            zero_flag_mem_o <= 1'b0;
            reg2_data_mem_o <= 32'h0;
            immediate_ex_mem_o <= 32'h0;
            rd_addr_mem_o <= 5'h0;
            funct3_mem_o <= 3'h0;
            opcode_mem_o <= 7'h13;          
            mem_read_mem_o <= 1'b0;
            mem_write_mem_o <= 1'b0;
            branch_ctrl_mem_o <= 1'b0;
            reg_write_mem_o <= 1'b0;
            mem_to_reg_mem_o <= 2'h0;
        end else if (!stall_i) begin
            pc_ex_mem_o <= pc_ex_i;
            pc_plus_4_mem_o <= pc_plus_4_ex_i;
            ex_result_mem_o <= ex_result_ex_i;
            zero_flag_mem_o <= zero_flag_ex_i;
            reg2_data_mem_o <= reg2_data_ex_i;
            immediate_ex_mem_o <= immediate_ex_i;
            rd_addr_mem_o <= rd_addr_ex_i;
            funct3_mem_o <= funct3_ex_i;
            opcode_mem_o <= opcode_ex_i;    
            mem_read_mem_o <= mem_read_ex_i;
            mem_write_mem_o <= mem_write_ex_i;
            branch_ctrl_mem_o <= branch_ctrl_ex_i;
            reg_write_mem_o <= reg_write_ex_i;
            mem_to_reg_mem_o <= mem_to_reg_ex_i;
        end
    end
endmodule
==> out/highlights.md <==
- run status: finished clean
- Ys Warns: 1
- leakage power total: 4.47 nW
- crit path DAT: 4.03 ns
- worst hold-check path type: reg -> reg
- HPWL reported at the end of detailed placement: 13900 um
- number of stages on the worst hold path: 2
- DIE WIDTH: 148 um
- Fin Clk Skew: 0 ns
- min cycle time layout: 3.74 ns
- Via Count: 5254
- via count of the first global-routing pass: 5171
- Routed WL per cell: 15.7 um
- Detailed Routing Iterations Pass 1: 4
- tally of unique sky130hd cells used after synthesis: 9
- Startpoint Class: input pin
- total tool warning count: 25
- Synth Area per Inst: 10.9 sq um
- top logic cell family in the synthesized netlist: multiplexers
- post-placement cell count: 1195
- initial antenna violation count: 0
- DRC violations left: 0
- terminus of the critical flop-to-flop path: opcode_mem_o[0]
- cell chosen for the clock root: sky130_fd_sc_hd__clkbuf_16
- Core Util at FP: 0.306
- element type at the critical path end: register
- Finished Layout Cells: 1226
- global-route wire length before repair: 28800 um
- area enclosed by the die boundary: 21900 sq um
- area reported by Yosys stat: 6400 sq um
- multiplexer area fraction after synthesis: 0.285
- Seq/Total Area, Yosys: 0.569
- number of hold buffers added after CTS: 0
- worst hold-check slack: 0.493 ns
- XOR Share, Synth: 0
- number of diodes: 0
- compound-cell area share of the yosys netlist: 0.00352
- Finished Core Util: 0.518
- clk latency of the worst-skew pair: 0.42 ns
- total cells reported by yosys after synthesis: 587
- count of cells resized by post-cts repair: 0
- maximum clock insertion buffer count: 2
- clock slew at the register clock pins of the worst setup and hold paths: 0.07 ns
- Overall Global Routing Usage: 0.174
- DR vias/cell: 4.29
- Max H-tree Level: 4
- number of DRC markers after the initial detailed-route iteration: 166
- clk sink count: 182
- Critical R2R Launch: opcode_mem_o[0]
- power density over the cells: 174 nW/um^2
- worst setup path endpoint: reg2_data_mem_o[6]
- endpoints failing hold: 0
- type of the setup path with the least slack: in -> reg
- number of buffers created by CTS: 17
- synthesized-area fraction occupied by adder cells: 0
- Achievable Freq: 267 MHz
- Slew headroom: 0.475
- final count of negative-setup-slack endpoints: 0
- final critical-path setup slack: 5.06 ns
- area fraction in and, or, nand and nor cells after synthesis: 0.106
- area overhead of the layout relative to synthesis: 69.6%
- Buffers on Ports: 367
- Worst setup startpoint: stall_i
- setup repair after global routing missed its margin: no
- post-synthesis cell area: 6400 sq um
- synthesized netlist cell count: 587
- cell row count: 53
- total congestion overflow after global routing: 0
- clock tree from TritonCTS: done
- ys flops: 182
- maximum VDD drop: 0.129 mV
- pins over their slew limit: 0
- number of setup buffers added after CTS: 0
- transition at the pin with the smallest max-transition slack: 0.787 ns
- Total Negative Setup Slacks: 0 ns
- worst-path maximum fanout: 61
- critical path required time: 9.09 ns
- weighted congestion at the end of routability-driven global placement: 0.801
- Core Footprint: 21000 sq um
- fraction of final layout cells sized beyond drive strength 1: 0.0400
- final antenna-violating net count: 0
- Post-Place Setup Slack: 4.57 ns
- maximum number of pins on one net before global-route repair: 62
- number of ports placed on the die boundary: 368
- logic depth of the worst register-to-register path: 2
- max cap viols: 0
- die outline height: 148 um
- DRT Wirelength: 19200 um
- minimum setup slack among reg-to-reg paths: 7.94 ns
- part of the cycle the worst path needs: 0.425
## Yosys cell counts, drive strengths merged
master | n | area share
o21a | 3 | 0.0035
dfxtp | 182 | 0.57
mux2i | 179 | 0.28
mux2 | 3 | 0.0053
nand2b | 1 | 0.00098
buf | 40 | 0.036
nor2 | 179 | 0.10
## where the power goes
part	switching [mW]	internal (mW)
clock network	0.337	0.459
logic	0.0731	0.158
registers	0.0133	0.851
## worst min path at each step
stage / start / to / slack [ns]
4_1_cts: mem_read_mem_o / mem_read_mem_o / 0.50
5_1_grt: immediate_ex_mem_o[19] / immediate_ex_mem_o[19] / 0.52
6_report: ex_result_mem_o[1] / ex_result_mem_o[1] / 0.49
## flip-flops by register name, indices dropped and copies added, names as in the netlist
name / flops
reg_write_mem_o: 1
mem_to_reg_mem_o: 2
mem_read_mem_o: 1
immediate_ex_mem_o: 32
ex_result_mem_o: 32
reg2_data_mem_o: 32
pc_ex_mem_o: 32
branch_ctrl_mem_o: 1
rd_addr_mem_o: 5
funct3_mem_o: 3
zero_flag_mem_o: 1
opcode_mem_o: 7
pc_plus_4_mem_o: 32
mem_write_mem_o: 1
## cells by family (layout without fill, tap and decap cells)
family,after synthesis,count (layout)
flops,182,182
buf+inv,40,404
mux,182,182
simple gates,180,180
compound gates,3,3
## cell usage in the layout, fill, tap and decap left out
master / Yosys / routed
sky130_fd_sc_hd__buf_8: 0 / 1
sky130_fd_sc_hd__bufinv_16: 0 / 3
sky130_fd_sc_hd__inv_8: 0 / 1
sky130_fd_sc_hd__clkdlybuf4s50_1: 0 / 366
sky130_fd_sc_hd__clkbuf_8: 0 / 1
sky130_fd_sc_hd__clkbuf_16: 0 / 17
sky130_fd_sc_hd__inv_6: 0 / 3
sky130_fd_sc_hd__clkinv_4: 0 / 2
sky130_fd_sc_hd__mux2_1: 3 / 3
sky130_fd_sc_hd__nor2_1: 179 / 179
sky130_fd_sc_hd__mux2i_1: 179 / 179
sky130_fd_sc_hd__buf_4: 8 / 6
sky130_fd_sc_hd__clkbuf_1: 0 / 1
sky130_fd_sc_hd__clkinvlp_4: 0 / 3
sky130_fd_sc_hd__dfxtp_1: 182 / 182
sky130_fd_sc_hd__nand2b_4: 0 / 1
sky130_fd_sc_hd__o21a_1: 3 / 3
## worst max-delay path: stages
cell and delay (ns):
sky130_fd_sc_hd__buf_8 0.44, sky130_fd_sc_hd__buf_4 0.72, sky130_fd_sc_hd__buf_4 0.69, sky130_fd_sc_hd__mux2i_1 0.29
sky130_fd_sc_hd__nor2_1 0.05
## stage by stage
step	power (mW)	area [sq um]
2_1_floorplan	0.965	6400
3_3_place_gp	1.12	10200
3_5_place_dp	1.12	10200
4_1_cts	1.92	10900
5_1_grt	1.97	10900
6_report	1.89	10900
## routing by layer
layer | routed length [um] | GRT usage
met1 | 7690 | 0.219
met2 | 9230 | 0.295
met3 | 2040 | 0.0679
met4 | 239 | 0.0201
met5 | 0 | 0
## final cells by class
class	count	area (sq um)
clock inverter	12	168
tap	275	344
fill	1925	10100
clock buffer	19	443
sequential	182	3640
multi-input combinational	365	2530
timing repair buffer	373	3720
Power is estimated from default activity; no workload was simulated.
