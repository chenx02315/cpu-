==> ./design.v <==
`timescale 1ns/1ps
module id_ex_register (
    input  wire        clk,
    input  wire        rst_n,
    input  wire        stall_i,
    input  wire        flush_i,
    input  wire [31:0] pc_id_i,
    input  wire [31:0] pc_plus_4_id_i,
    input  wire [31:0] operand_a_id_i,
    input  wire [31:0] operand_b_id_i,
    input  wire [31:0] reg2_data_id_i,
    input  wire [31:0] immediate_id_i,
    input  wire [4:0]  rs1_addr_id_i,
    input  wire [4:0]  rs2_addr_id_i,
    input  wire [4:0]  rd_addr_id_i,
    input  wire [2:0]  funct3_id_i,
    input  wire [6:0]  funct7_id_i,
    input  wire [6:0]  opcode_id_i,
    input  wire [3:0]  alu_op_id_i,
    input  wire        alu_src_id_i,
    input  wire        mem_read_id_i,
    input  wire        mem_write_id_i,
    input  wire        branch_id_i,
    input  wire        reg_write_id_i,
    input  wire [1:0]  mem_to_reg_id_i,
    input  wire [1:0]  forward_a_select_id_i,  
    input  wire [1:0]  forward_b_select_id_i,  
    output reg  [31:0] pc_ex_o,
    output reg  [31:0] pc_plus_4_ex_o,
    output reg  [31:0] operand_a_ex_o,
    output reg  [31:0] operand_b_ex_o,
    output reg  [31:0] reg2_data_ex_o,
    output reg  [31:0] immediate_ex_o,
    output reg  [4:0]  rs1_addr_ex_o,
    output reg  [4:0]  rs2_addr_ex_o,
    output reg  [4:0]  rd_addr_ex_o,
    output reg  [2:0]  funct3_ex_o,
    output reg  [6:0]  funct7_ex_o,
    output reg  [6:0]  opcode_ex_o,
    output reg  [3:0]  alu_op_ex_o,
    output reg         alu_src_ex_o,
    output reg         mem_read_ex_o,
    output reg         mem_write_ex_o,
    output reg         branch_ex_o,
    output reg         reg_write_ex_o,
    output reg  [1:0]  mem_to_reg_ex_o,
    output reg  [1:0]  forward_a_select_ex_o,  
    output reg  [1:0]  forward_b_select_ex_o   
);
    always @(posedge clk or negedge rst_n) begin
        if (!rst_n) begin
            pc_ex_o <= 32'h00000000;
            pc_plus_4_ex_o <= 32'h00000004;
            operand_a_ex_o <= 32'h00000000;
            operand_b_ex_o <= 32'h00000000;
            reg2_data_ex_o <= 32'h00000000;
            immediate_ex_o <= 32'h00000000;
            rs1_addr_ex_o <= 5'b00000;
            rs2_addr_ex_o <= 5'b00000;
            rd_addr_ex_o <= 5'b00000;
            funct3_ex_o <= 3'b000;
            funct7_ex_o <= 7'b0000000;
            opcode_ex_o <= 7'b0010011;
            alu_op_ex_o <= 4'b0000;
            alu_src_ex_o <= 1'b0;
            mem_read_ex_o <= 1'b0;
            mem_write_ex_o <= 1'b0;
            branch_ex_o <= 1'b0;
            reg_write_ex_o <= 1'b0;
            mem_to_reg_ex_o <= 2'b00;
            forward_a_select_ex_o <= 2'b00;  
            forward_b_select_ex_o <= 2'b00;  
        end
        else if (flush_i) begin
            pc_ex_o <= 32'h00000000;
            pc_plus_4_ex_o <= 32'h00000004;
            operand_a_ex_o <= 32'h00000000;
            operand_b_ex_o <= 32'h00000000;
            reg2_data_ex_o <= 32'h00000000;
            immediate_ex_o <= 32'h00000000;
            rs1_addr_ex_o <= 5'b00000;
            rs2_addr_ex_o <= 5'b00000;
            rd_addr_ex_o <= 5'b00000;
            funct3_ex_o <= 3'b000;
            funct7_ex_o <= 7'b0000000;
            opcode_ex_o <= 7'b0010011;
            alu_op_ex_o <= 4'b0000;
            alu_src_ex_o <= 1'b0;
            mem_read_ex_o <= 1'b0;
            mem_write_ex_o <= 1'b0;
            branch_ex_o <= 1'b0;
            reg_write_ex_o <= 1'b0;
            mem_to_reg_ex_o <= 2'b00;
            forward_a_select_ex_o <= 2'b00;
            forward_b_select_ex_o <= 2'b00;
        end
        else if (!stall_i) begin
            pc_ex_o <= pc_id_i;
            pc_plus_4_ex_o <= pc_plus_4_id_i;
            operand_a_ex_o <= operand_a_id_i;
            operand_b_ex_o <= operand_b_id_i;
            reg2_data_ex_o <= reg2_data_id_i;
            immediate_ex_o <= immediate_id_i;
            rs1_addr_ex_o <= rs1_addr_id_i;
            rs2_addr_ex_o <= rs2_addr_id_i;
            rd_addr_ex_o <= rd_addr_id_i;
            funct3_ex_o <= funct3_id_i;
            funct7_ex_o <= funct7_id_i;
            opcode_ex_o <= opcode_id_i;
            alu_op_ex_o <= alu_op_id_i;
            alu_src_ex_o <= alu_src_id_i;
            mem_read_ex_o <= mem_read_id_i;
            mem_write_ex_o <= mem_write_id_i;
            branch_ex_o <= branch_id_i;
            reg_write_ex_o <= reg_write_id_i;
            mem_to_reg_ex_o <= mem_to_reg_id_i;
            forward_a_select_ex_o <= forward_a_select_id_i;  
            forward_b_select_ex_o <= forward_b_select_id_i;  
        end
    end
endmodule
==> ./run.sh <==
#!/bin/bash
# OpenROAD 26Q1-2900-gdf79404cd8, Yosys 0.63+post, stock flow scripts
make -C /OpenROAD-flow-scripts/flow DESIGN_CONFIG=/design/flow/config.mk WORK_HOME=/design/flow/orfs finish
==> ./config.mk <==
export PLATFORM = sky130hd
export DESIGN_NAME = id_ex_register
export DESIGN_NICKNAME = id_ex_register
export VERILOG_FILES = /design/flow/design.v
export SDC_FILE = /design/flow/constraint.sdc
export NUM_CORES = 4
export LEC_CHECK = 1
export CORE_AREA = 10 10 315 315
export DIE_AREA = 0 0 325 325
==> ./constraint.sdc <==
current_design id_ex_register

set clk_period 1.0
set clk_io_pct 0.2

create_clock -name clk0 -period $clk_period [get_ports {clk}]

set non_clock_inputs [all_inputs -no_clocks]
set_input_delay [expr $clk_period * $clk_io_pct] -clock clk0 $non_clock_inputs
set_output_delay [expr $clk_period * $clk_io_pct] -clock clk0 [all_outputs]
==> results.md <==
| Metric | This run | Unit |
|:---|:---|:---|
| Post-synth design cell area | 0.00988 | sq mm |
| Antenna violations before repair | 1 | - |
| Worst VDD drop | 1220 | uV |
| Number of detailed-routing iterations run before antenna repair | 4 | - |
| Cell at the root of the clock tree | sky130_fd_sc_hd__clkbuf_16 | - |
| Remaining routing DRC violations | 0 | - |
| Core ar. | 0.0919 | sq mm |
| Startpoint Class | flop | - |
| Placement Rows | 111 | - |
| Seq cells post-synth | 239 | - |
| Area of the chip | 0.106 | sq mm |
| Number of distinct library cells after synthesis | 13 | - |
| Failing checks | setup timing | - |
| Post-synthesis share of cell area spent on xor and xnor gates | 0 | % |
| Arrival time at the worst endpoint | 1220 | ps |
| Crit path DRT | 800 | ps |
| Normalized max-slew margin | 52.9 | % |
| Run status | finished with violations | - |
| Slew at the pin with the worst max-slew slack | 706 | ps |
| Adder and majority cell fraction of the synthesized area | 0 | % |
| Final antenna-violating net count | 0 | - |
| Die Span Y | 325 | um |
| Number of buffers between clock root and the deepest sink | 3 | - |
| Power consumption | 0.0254 | W |
| Post-Syn Instances | 771 | - |
| Fin. max-slew vios | 0 | - |
| Critical Setup Path Class | reg2out | - |
| Sequential share of the synthesized area | 60.6 | % |
| Top fanout value on the critical path | 2 | - |
| Minimum setup slack in the final design | -421 | ps |
| Detailed-route wire length per cell | 14.4 | um |
| MUX share of area | 23.8 | % |
| Area growth syn-to-layout | 74.5 | % |
| IO Count | 482 | - |
| Share of synthesized cell area in and-or and or-and compound cells | 0.355 | % |
| Synth top area share | 59.5 | % |
| Count of endpoints failing hold in the final timing report | 0 | - |
| Biggest combinational cell group after synthesis | multiplexers | - |
| Cell-by-cell trace of the critical path | buf_2 | - |
| Top Family by Delay on Critical Path | flip-flops | - |
| Vias per Instance | 2.97 | - |
| Maximum capacitance violations | 0 | - |
| Die Wd | 325 | um |
| Count of instantiated cells in the yosys netlist | 771 | - |
| FP Core Util | 10.7 | % |
| Most common cell after layout, fill and taps aside | sky130_fd_sc_hd__clkdlybuf4s50_1 | - |
| Post-layout util | 18.8 | % |
| Cell type contributing the most total cell area after synthesis | sky130_fd_sc_hd__dfrtp_1 | - |
| DRT Wirelength | 38.4 | mm |
| Number of design-rule violations left by the first detailed-router iteration | 293 | - |
| Final estimated routing congestion in global placement | 0.784 | - |
| Chip area in the Yosys report | 0.00988 | sq mm |
| Overflow left after global routing | 0 | - |
| Maximum clock rate | 0.704 | GHz |
| AND/OR/NAND/NOR Cells, Area Fraction | 9.18 | % |
| Unrepaired setup endpoints after global routing | true | - |
| Biggest area cells | sky130_fd_sc_hd__dfrtp_1, sky130_fd_sc_hd__mux2i_1, sky130_fd_sc_hd__nor2_1 | - |
| Period Utilization, post-route | 142 | % |
| Commonest non-fill, non-tap cells in the layout | sky130_fd_sc_hd__clkdlybuf4s50_1, sky130_fd_sc_hd__buf_2, sky130_fd_sc_hd__mux2i_1, sky130_fd_sc_hd__dfrtp_1, sky130_fd_sc_hd__nor2_1 | - |
| Post-detail-place hpwl | 28.7 | mm |
| Number of buffers created by CTS | 30 | - |
| H-Tree Depth | 1 | - |
| Crit path capture type | output port | - |
| GRT Total Usage | 7.00 | % |
| Clock tree from TritonCTS | done | - |
| Clock latency on the worst-skew pair | 580 | ps |
| Path type of the worst min-delay path | in2async | - |
| Total number of vias | 7930 | - |
| Wire length of the first global-routing pass | 57.0 | mm |
| Minimum period implied by the final worst setup slack | 1420 | ps |
| Sink Count | 239 | - |
| Clock Skew | 0 | ps |
| Synth Warn # | 1 | - |
| Vias in the first global route | 8441 | - |
| Placement Setup Slack | -320 | ps |
| Setup violation total in the final timing report | 240 | - |
| Leakage | 8.72 | nW |
| PwrDens | 1470 | mW/mm^2 |
| CP bufs+invs | 1 | - |
| Per-instance average area after synthesis | 12.8 | sq um |
| Largest net degree at the start of global routing | 34 | - |
| Share of final-layout standard cells stronger than drive strength 1 | 32.4 | % |
| Tally of OpenROAD warnings | 27 | - |
| Clock-pin slew reported for the worst setup and hold paths after clock tree synthesis | 60 | ps |
| Number of port buffers | 481 | - |
| CP max stage cell | sky130_fd_sc_hd__dfstp_2 | - |
| Crit-path max cell delay | 540 | ps |
==> flip-flops by register name, summed over array words and instances (netlist names), 7 cells and up <==
name and flops:
reg2_data_ex_o 32, opcode_ex_o 7, operand_b_ex_o 32, pc_plus_4_ex_o 32, pc_ex_o 32, immediate_ex_o 32, operand_a_ex_o 32, funct7_ex_o 7
==> timing repair <==
item	CTS	global route
gates resized	820	3
setup buffers	20	72
pin swaps	1	0
setup endpoints to repair	240	370
hold buffers	3	0
hold endpoints to repair	256	0
gates cloned	0	1
==> where the power goes <==
part | total [W] | internal, W | switching (W) | leakage [nW]
Clock | 0.0110 | 0.00662 | 0.00441 | 0.487
Sequential | 0.0105 | 0.0102 | 0.000271 | 3.16
Combinational | 0.00383 | 0.00237 | 0.00146 | 5.07
Total | 0.0254 | 0.0192 | 0.00614 | 8.72
==> final timing paths <==
check	start	slack, ps	to	depth (start not counted)
setup / recovery	pc_plus_4_ex_o[2]	-420	pc_plus_4_ex_o[2]	1
hold / removal	rst_n	120	operand_a_ex_o[0]	8
min in group clk0	stall_i	180	operand_b_ex_o[28]	4
setup reg to reg	operand_b_ex_o[9]	70	operand_b_ex_o[9]	4
max in group asynchronous	rst_n	90	immediate_ex_o[30]	8
hold reg to reg	immediate_ex_o[18]	510	immediate_ex_o[18]	2
==> cells in the mapped netlist <==
cell / count
sky130_fd_sc_hd__nor2b_1: 4
sky130_fd_sc_hd__buf_1: 3
sky130_fd_sc_hd__nor2_1: 235
sky130_fd_sc_hd__buf_8: 1
sky130_fd_sc_hd__mux2i_1: 235
sky130_fd_sc_hd__buf_6: 2
sky130_fd_sc_hd__buf_2: 5
sky130_fd_sc_hd__dfstp_2: 4
sky130_fd_sc_hd__dfrtp_1: 235
sky130_fd_sc_hd__buf_4: 2
sky130_fd_sc_hd__clkbuf_1: 19
sky130_fd_sc_hd__a211o_1: 4
sky130_fd_sc_hd__buf_12: 22
==> metrics by stage <==
stage                     hold WS (ps)  TNS (ps)  std cells  instance area [sq um]
final                              122    -68270       2671                  17200
after global routing               103    -85120       2670                  17200
after CTS                         66.6   -100880       2596                  16700
after detailed placement          50.8    -38000       2514                  16500
after global placement            52.6    -36550       2514                  16500
after floorplan                  -95.6         0        771                   9880
==> layer usage <==
metal / vias to the layer above / wire (um) / global-route usage, %
met5: - / 0 / 0
met4: 0 / 1120 / 1.74
met3: 38 / 3480 / 2.62
met2: 307 / 18400 / 11.6
met1: 3751 / 15500 / 8.52
li1: 3834 / - / -
==> kinds of logic (layout without fill, tap and decap cells) <==
group | after synthesis | count (layout)
flops | 239 | 239
mux | 235 | 235
other cells | 0 | 2
simple gates | 239 | 239
buf+inv | 54 | 709
compound gates | 4 | 4
==> final cells by class <==
cell class,instances,area [sq um]
flip-flops and latches,239,5990
fillers,10100,74700
diodes,2,5.00
clock inverters,10,148
repair buffers,658,5410
multi-input cells,478,3300
clock buffers,41,842
well taps,1243,1560
Power figures rest on the tool's default switching activity, not on a simulated workload.
